**flow/run.sh**
```bash
#!/bin/bash
# OpenROAD 26Q1-2900-gdf79404cd8, Yosys 0.63+post, stock flow scripts
make -C /OpenROAD-flow-scripts/flow DESIGN_CONFIG=/design/flow/config.mk WORK_HOME=/design/flow/orfs finish
```
**flow/constraint.sdc**
```tcl
current_design main

set clk_period 8.7
set clk_io_pct 0.2

create_clock -name clk0 -period $clk_period [get_ports {clock}]

set non_clock_inputs [all_inputs -no_clocks]
set_input_delay [expr $clk_period * $clk_io_pct] -clock clk0 $non_clock_inputs
set_output_delay [expr $clk_period * $clk_io_pct] -clock clk0 [all_outputs]
```
**flow/config.mk**
```make
export PLATFORM = sky130hd
export DESIGN_NAME = main
export DESIGN_NICKNAME = main
export VERILOG_FILES = /design/flow/design.v
export SDC_FILE = /design/flow/constraint.sdc
export NUM_CORES = 4
export LEC_CHECK = 1
export CORE_UTILIZATION = 40
```
**flow/design.v**
```verilog
`timescale 1ns / 1ps
module ALU(
    input [7:0] A,
    input [7:0] B,
    output [7:0] F,
    input ALUop
    );
	 reg [7:0] out = 7'b0000000;
	 assign F = out;
	 always@ (*)
		begin
			if(ALUop == 1'b1)
				begin
					out = A+B;
				end
		end
endmodule
`timescale 1ns / 1ps
module BCD_to7_hexadecimal(
    input [3:0] in,
    output reg [6:0] out
    );
	 always@(in) begin
		case(in)
			4'd0: out <= 7'b1111110;
			4'd1: out <= 7'b0110000;
			4'd2: out <= 7'b1101101;
			4'd3: out <= 7'b1111001;
			4'd4: out <= 7'b0110011;
			4'd5: out <= 7'b1011011;
			4'd6: out <= 7'b1011111;
			4'd7: out <= 7'b1110000;
			4'd8: out <= 7'b1111111;
			4'd9: out <= 7'b1111011;
			4'd10: out <= 7'b1110111;  
			4'd11: out <= 7'b0011111;  
			4'd12: out <= 7'b1001110; 
			4'd13: out <= 7'b0111101;  
			4'd14: out <= 7'b1001111; 
			4'd15: out <= 7'b1000111; 
		endcase
	end
endmodule
`timescale 1ns / 1ps
module Control(
    input [7:6] Instruction,
    output reg RegDst,
    output reg RegWrite,
    output reg ALUsrc,
    output reg Branch,
    output reg MemRead,
    output reg MemWrite,
    output reg MemtoReg,
    output reg ALUOp  
    );
	 reg [7:0] out;
	 always @(Instruction)
	 begin
		case(Instruction)
			2'b00 : out = 8'b11000001; 
			2'b01 : out = 8'b01101011; 
			2'b10 : out = 8'b00100101; 
			2'b11 : out = 8'b00010000; 
			default : out = 8'b00000000;
		endcase
		RegDst = out[7];
		RegWrite = out[6];
		ALUsrc = out[5];
		Branch = out[4];
		MemRead = out[3];
		MemWrite = out[2];
		MemtoReg = out[1];
		ALUOp = out[0];
	end		
endmodule
`timescale 1ns / 1ps
module DataMemory(
	 input clk,
    input [7:0] Address,
    input [7:0] WriteData,
    input MemRead,
    input MemWrite,
	 input reset,
    output [7:0] ReadData,
	 output [7:0] DataMemory0,  
	 output [7:0] DataMemory1,
	 output [7:0] DataMemory2,
	 output [7:0] DataMemory3
    );
	 reg[7:0] Data[31:0];
	 integer i;
	 initial begin
		for(i = 0; i < 16; i = i + 1) begin
			Data[i] = i;
		end
		for(i = 0; i < 16; i = i + 1) begin
			Data[i+16] = -1 * i;
		end
	 end
	 assign ReadData = (MemRead == 1'b1) ? Data[Address] : 8'd0;
	 assign DataMemory0 = Data[0];  
	 assign DataMemory1 = Data[1]; 
	 assign DataMemory2 = Data[2]; 
	 assign DataMemory3 = Data[3]; 
	 always@ (posedge clk or posedge reset)  
		begin
			if(reset) begin
				for(i = 0; i < 16; i = i + 1) begin
					Data[i] = i;  
				end
				for(i = 0; i < 16; i = i + 1) begin
					Data[i+16] = -1 * i;
				end
			end
			else if (MemWrite) begin
				Data[Address] = WriteData;
			end
		end
endmodule
`timescale 1ns / 1ps
module Frequency_Divider(
    input clkin,
    input clr,
    output reg clkout
    );
	 reg [31:0] cnt;
	 initial begin
		cnt <= 32'd0;
		clkout <= 1'b0;
	 end
	 always@ (posedge clkin) begin
		if(clr) begin
			cnt <= 32'd0;
			clkout <= 1'b0;
		end
		else if(cnt == 32'd25000000) begin  
			cnt <= 32'd0;
			clkout <= ~clkout;
		end
		else begin
			cnt <= cnt + 1'b1;
		end
	end
endmodule
`timescale 1ns / 1ps
module IMEM(
    output [7:0] instruction,
    input [7:0] Read_Address
    );
	 wire [7:0] MemByte[31:0];
	 assign MemByte[0] = {2'b01, 2'b00, 2'b10, 2'b01};
	 assign MemByte[1] = {2'b11, 2'b00, 2'b00, 2'b01};
	 assign MemByte[2] = {2'b00, 2'b01, 2'b10, 2'b00};
	 assign MemByte[3] = {2'b10, 2'b10, 2'b10, 2'b01};
	 assign MemByte[4] = {2'b01, 2'b11, 2'b11, 2'b01};
	 assign MemByte[5] = {2'b00, 2'b01, 2'b11, 2'b00};
	 assign instruction = MemByte[Read_Address];
endmodule
`timescale 1ns / 1ps
module MUX_2bit(
    input [1:0] In1,
    input [1:0] In2,
    input signal,
    output [1:0] out1
    );
	 assign out1 = (signal == 1'b0) ? In1 :
						In2;		
endmodule
`timescale 1ns / 1ps
module MUX_8bit(
    input [7:0] In1,
    input [7:0] In2,
    input signal,
    output [7:0] out1
    );
	 reg[7:0] out_reg;
	 assign out1 = out_reg;
	 always@(In1 or In2 or signal)
		begin
			if(signal == 0) begin
				out_reg = In1;
			end else begin
				out_reg = In2;
			end
		end
endmodule
`timescale 1ns / 1ps
module Registers(
    input clk,
    input [1:0] Read_Register1,
    input [1:0] Read_Register2,
    input [1:0] Write_Register,
	 input RegWrite,
	 input reset,
    output [7:0] Read_Data1,
    output [7:0] Read_Data2,
    input [7:0] Write_Data_in,
	 output [7:0] Write_Data_out,  
	 output [7:0] reg1,  
	 output [7:0] reg2,
	 output [7:0] reg3,
	 output [7:0] reg4
    );
	 reg [7:0] r1 = 8'b00000000,
					r2 = 8'b00000000,
					r3 = 8'b00000000,
					r4 = 8'b00000000;  
	 reg [7:0] rd1 = 8'b00000000,  
					rd2 = 8'b00000000,  
					wdo = 8'b00000000;  
	 assign reg1 = r1;
	 assign reg2 = r2;
	 assign reg3 = r3;
	 assign reg4 = r4;
	 always @(posedge clk or posedge reset)
		begin
			if (reset) begin
				r1 = 8'b00000000;
				r2 = 8'b00000000;
				r3 = 8'b00000000;
				r4 = 8'b00000000;
				rd1 = 8'b00000000;
				rd2 = 8'b00000000;
				wdo = 8'b00000000;
			end
			else begin
				if(RegWrite) begin
						case(Write_Register)
							2'b00 : r1 = Write_Data_in;
							2'b01 : r2 = Write_Data_in;
							2'b10 : r3 = Write_Data_in;
							2'b11 : r4 = Write_Data_in;
						endcase
				end
			end
		end
		assign Read_Data1 = (Read_Register1 == 2'b00) ? r1 : 
								  (Read_Register1 == 2'b01) ? r2 :
								  (Read_Register1 == 2'b10) ? r3 :
								  r4;
		assign Read_Data2 = (Read_Register2 == 2'b00) ? r1 : 
								  (Read_Register2 == 2'b01) ? r2 :
								  (Read_Register2 == 2'b10) ? r3 :
								  r4;
		assign Write_Data_out = Write_Data_in;  
endmodule
`timescale 1ns / 1ps
module counter(
    input clk,
    input reset,
	 input [7:0] value,
	 output [7:0] read_address
    );
	 reg [7:0] address = 8'd0;
	 assign read_address = address;
	 always@(posedge clk or posedge reset)
		begin
			if (reset == 1'b1)
				begin
					address <= 0;
				end
			else
				begin
					address <= value;
				end
		end
endmodule
`timescale 1ns / 1ps
module main(
	 input clock,
	 input reset,
	 output [7:0] reg_out_test,  
	 output [6:0] BCD_output1,
	 output [6:0] BCD_output2,
	 output [6:0] BCD_output3,
	 output [6:0] BCD_output4
    );
	 wire [7:0] Instruction;  
	 wire [7:0] read_address;  
	 wire [7:0] PC_out;
	 assign read_address = PC_out;
	 assign PC_out_test = PC_out;  
	 wire clkout;  
	 wire [7:0] PC_in;  
	 wire RegDst;  
	 wire RegWrite;
	 wire ALUsrc;
	 wire Branch;
	 wire MemRead;
	 wire MemWrite;
	 wire MemtoReg;
	 wire ALUOp;  
	 wire [1:0] write_register;  
	 wire [7:0] read_reg_data1;  
	 wire [7:0] read_reg_data2;  
	 wire [7:0] read_reg_data2_toALU;  
	 wire [7:0] write_reg_data;  
	 wire [7:0] reg_out;  
	 wire [7:0] ALU_out;
	 wire [7:0] data_memory_out;  
	 wire [7:0] Add1_out;  
	 wire [7:0] Add2_out;  
	 wire [7:0] sign_extended;
	 wire [1:0] instruction_control;
	 wire [1:0] instruction_reg_address1;
	 wire [1:0] instruction_reg_address2;
	 wire [1:0] instruction_1_0;
	 assign sign_extended = $signed(Instruction[1:0]);	 
	 assign instruction_control = Instruction[7:6];	 
	 assign instruction_reg_address1 = Instruction[5:4];
	 assign instruction_reg_address2 = Instruction[3:2];
	 assign instruction_1_0 = Instruction[1:0];
	 Frequency_Divider T1(.clkin(clock), .clr(reset), .clkout(clkout));
	 counter Counter(.clk(clkout), .reset(reset), .value(PC_in), .read_address(PC_out));
	 IMEM IMEM(.instruction(Instruction), .Read_Address(read_address));
	 Control Control(.Instruction(instruction_control), .RegDst(RegDst), .RegWrite(RegWrite), .ALUsrc(ALUsrc), .Branch(Branch), .MemRead(MemRead), .MemWrite(MemWrite), .MemtoReg(MemtoReg), .ALUOp(ALUOp));
	 Registers Registers(.clk(clkout), .Read_Register1(instruction_reg_address1), .Read_Register2(instruction_reg_address2), .Write_Register(write_register), .RegWrite(RegWrite), .reset(reset), .Read_Data1(read_reg_data1), .Read_Data2(read_reg_data2), .Write_Data_in(write_reg_data), .Write_Data_out(reg_out), .reg1(reg1), .reg2(reg2), .reg3(reg3), .reg4(reg4));
	 MUX_2bit Mux1(.In1(instruction_reg_address2), .In2(instruction_1_0), .signal(RegDst), .out1(write_register));
	 MUX_8bit Mux2(.In1(read_reg_data2), .In2(sign_extended), .signal(ALUsrc), .out1(read_reg_data2_toALU));
	 ALU ALU(.A(read_reg_data1), .B(sign_extended), .F(ALU_out), .ALUop(ALUOp));
	 DataMemory DataMemory(.clk(clkout), .Address(ALU_out), .WriteData(read_reg_data2), .MemRead(MemRead), .MemWrite(MemWrite), .reset(reset), .ReadData(data_memory_out), .DataMemory0(DataMemory0), .DataMemory1(DataMemory1), .DataMemory2(DataMemory2), .DataMemory3(DataMemory3));
	 MUX_8bit Mux3(.In1(ALU_out), .In2(data_memory_out), .signal(MemtoReg), .out1(write_reg_data));
	 ALU Add1(.A(PC_out), .B(8'd1), .F(Add1_out), .ALUop(1'b1));
	 ALU Add2(.A(Add1_out), .B(sign_extended), .F(Add2_out), .ALUop(1'b1));
	 MUX_8bit Mux4(.In1(Add1_out), .In2(Add2_out), .signal(Branch), .out1(PC_in));
	 BCD_to7_hexadecimal BCD_1(.in(reg_out[3:0]), .out(BCD_output1));
	 BCD_to7_hexadecimal BCD_2(.in(reg_out[7:4]), .out(BCD_output2));
	 BCD_to7_hexadecimal BCD_3(.in(PC_out[3:0]), .out(BCD_output3));
	 BCD_to7_hexadecimal BCD_4(.in(PC_out[7:4]), .out(BCD_output4));
endmodule
```
==> notes.md <==
The synthesis and PnR run went through. STA classifies the critical path endpoint as a register. Worst-case clock buffer depth landed at 2. The timer found 304 register pins that no clock reaches; their paths are not timed. Count of endpoints without a timing constraint landed at 332.

The switching component of the power was reported as 0.0891 mW. Worst path buffer plus inverter count landed at 1. After legalization and detailed placement, the total HPWL measured 35.8 mm.

Total antenna diodes in the routed design landed at 0. Worst reg-to-reg path cell count landed at 9. Fraction of final layout cells sized beyond drive strength 1 landed at 0.161. The endpoint identified for the worst register-to-register timing path is T1.cnt[30]$_SDFF_PP0_.

STA puts the critical path data arrival time at 3.02 ns. Share of synthesized registers carrying an async set or reset landed at 0.878. VDD sags by at most 0.000130 V. Power share of the sequential group landed at 0.437. Final count of hold timing violations landed at 0. In the routed design, unresolved DRC markers number 0. Yosys stat cell total landed at 1781.

Number of post-CTS setup repair buffers landed at 0. Count of different cell masters after synthesis landed at 89.

Looking at the hold checks, the worst path lands on T1.cnt[0]$_SDFF_PP0_. Slew at the pin closest to its max-slew limit landed at 0.989 ns. For the worst min-delay path, the startpoint reported by OpenROAD is T1.cnt[0]$_SDFF_PP0_. Cell internal power was estimated by the tool at 0.271 mW. The largest individual stage delay along the critical path comes from the cell sky130_fd_sc_hd__clkdlybuf4s50_1. Final worst-path cycle share landed at 0.332. Grouping stages by cell kind, the critical path spends the most delay in simple AND/OR/NAND/NOR gates. Buffers inserted to repair hold after CTS numbered 0. Leakage component of the power landed at 6.99 nW. Entering global routing, the biggest net connects 95 pins. The die covers 43200 sq um. The script computed the net switching share of total power as 0.247. Worst reg-to-reg setup slack landed at 6.21 ns.

Per the synth stats, the flop cell with the highest instance count is sky130_fd_sc_hd__dfrtp_1. The area growth from synthesis to layout is 4.48%. Setup TNS landed at 0 ns.

The synthesis log from Yosys contains 243 warnings. Total grt overflow landed at 0. In this run, CTS created clock tree buffers numbering 5.

The final report gives the core utilization as 0.424. The total area inside the core boundary comes to 41900 sq um. TritonCTS built the clock tree.

For reference, the post-synthesis area per instance comes to 9.53 sq um. Number of nets with antenna violations after detailed routing landed at 0. The report lists the power per cell area as 20.3 nW/um^2. Clock skew on the completed layout was measured at 0.00266 ns. Post-synthesis, Yosys gives the total cell area as 17000 sq um. Once placement completed, the tool counted placed cells totaling 2263. Mean number of vias per cell landed at 5.81.

Post-CTS repair changed the size of 0 cells. The initial antenna violation count is 1. Weighted congestion reported at the end of routability-driven placement landed at 1.01. Setup repair after global routing left no endpoint under its margin.

OpenSTA, run right after detailed placement, puts the worst setup slack at 5.52 ns. Post-synth tally of flip-flops with integrated enable landed at 0. Along the worst hold path, the cell count comes to 1. Final setup violation count landed at 0. Routed wirelength normalized by instance count landed at 23.0 microns. In this run, synthesis produced a sequential element count of 337. Flip-flop count of the largest register, all copies and words added landed at 256.

Maximum single-stage delay on the critical path landed at 0.60 ns. The critical path goes through clkdlybuf4s50_1 -> or2_2 -> nor2_1. The count of buffers added on input and output ports is 29. Number of cells produced by synthesis landed at 1781. In the final layout, the multi-input gates occupy 7820 sq um. STA classifies the critical path startpoint as an input pin. After detailed placement, the total cell area comes to 17600 sq um. In this run the worst path has a maximum fanout of 32.

Summing all non-filler instances in the final layout gives an area of 17700 sq um. The power report attributes to the combinational group a share of 0.096. Number of warning messages in the logs landed at 43.

In this run the horizontal extent of the chip is 208 microns. The global routing report lists combined usage of all routing layers as 0.253. Count of non-filler cells in the finished layout landed at 2270. Wire length of the first global-routing pass landed at 80.4 mm. The cell sitting at the root of the clock tree is a sky130_fd_sc_hd__clkbuf_16. 38 I/O pins were placed. The number of global-route vias before repair was 12600.

After layout, the minimum clock period comes to 2.89 ns. Total number of placement rows landed at 75. STA reports the tightest min-delay check as being of type reg2reg.

Counting pins that exceed their max-slew limit in the final report gives 0. For the worst-skew pair, the clock arrives at the later sink with an insertion delay of 0.27 ns. The flow reports an fmax of 346 MHz. Floorplan core density landed at 0.405. Iteration tally of the first detailed-router pass landed at 5. Final worst slack landed at 5.81 ns. Tally of filler cells in the layout landed at 4028. Required time at the worst-slack endpoint landed at 8.83 ns. Register cell area after layout landed at 8350 sq um. Normalized max-slew margin landed at 0.324. The run finished with clean final reports. Floorplan die height landed at 208 microns. The worst register-to-register path begins at T1.cnt[0]$_SDFF_PP0_. The mapped netlist covers 17000 sq um. The clock tree synthesis step divided the H-tree into 2 levels.

The final layout contains routed wiring with a total length of 52.2 mm. The tool flagged a number of max-cap violations equal to 0. The critical path is of the in2reg type.

Number of violations reported at the end of detailed-routing iteration 0 landed at 1169. Total number of vias landed at 13200. The power report attributes to the clock group a share of 0.467. The timing report gives the clock slew at the launch and capture registers of the worst setup and hold paths as 0.05 ns.
## metrics by stage
step           hold WS, ns  power, mW
5_1_grt              0.523      0.376
2_1_floorplan        0.441      0.187
4_1_cts              0.482      0.366
3_3_place_gp         0.458      0.197
3_5_place_dp         0.471      0.197
6_report             0.478      0.361
## metal layers
| layer | track usage | up-vias | part of all wire | routed length, microns |
|---|---|---|---|---|
| met1 | 0.384 | 6431 | 0.44 | 22900 |
| li1 | - | 6160 | - | - |
| met5 | 0 | - | 0 | 0 |
| met3 | 0.0504 | 104 | 0.073 | 3810 |
| met4 | 0.0953 | 0 | 0.045 | 2340 |
| met2 | 0.370 | 504 | 0.44 | 23200 |
## layout make-up
| cell class | count | area share |
|---|---|---|
| flip-flops and latches | 337 | 0.471 |
| well taps | 539 | 0.0380 |
| clock buffers | 7 | 0.00805 |
| inverters | 29 | 0.00656 |
| multi-input cells | 1284 | 0.441 |
| repair buffers | 74 | 0.0354 |
## cells in the final DEF (no fill, tap or decap), types with 9 or more instances in the layout
master / synthesis / routed
sky130_fd_sc_hd__nor2b_1: 15 / 14
sky130_fd_sc_hd__dfstp_2: 124 / 124
sky130_fd_sc_hd__inv_1: 28 / 27
sky130_fd_sc_hd__and3_1: 33 / 33
sky130_fd_sc_hd__nand3_1: 71 / 71
sky130_fd_sc_hd__xor2_1: 21 / 21
sky130_fd_sc_hd__mux2i_1: 39 / 39
sky130_fd_sc_hd__nor3_1: 22 / 22
sky130_fd_sc_hd__a21o_1: 9 / 9
sky130_fd_sc_hd__a31oi_1: 15 / 15
sky130_fd_sc_hd__nand4_1: 29 / 29
sky130_fd_sc_hd__mux2_2: 74 / 74
sky130_fd_sc_hd__ha_1: 27 / 27
sky130_fd_sc_hd__xnor2_1: 22 / 22
sky130_fd_sc_hd__a22oi_1: 16 / 16
sky130_fd_sc_hd__buf_4: 16 / 45
sky130_fd_sc_hd__nor2_1: 97 / 96
sky130_fd_sc_hd__dfrtp_1: 172 / 172
sky130_fd_sc_hd__a32oi_1: 14 / 14
sky130_fd_sc_hd__nor4_1: 9 / 9
sky130_fd_sc_hd__nand2_1: 309 / 309
sky130_fd_sc_hd__dfxtp_1: 33 / 32
sky130_fd_sc_hd__a21oi_1: 45 / 45
sky130_fd_sc_hd__and3b_1: 9 / 9
sky130_fd_sc_hd__clkdlybuf4s50_1: 0 / 29
sky130_fd_sc_hd__o21ai_0: 235 / 234
## cells in the mapped netlist (13+ instances only)
master	instances	area, sq um
sky130_fd_sc_hd__a21oi_1	45	225
sky130_fd_sc_hd__a22oi_1	16	120
sky130_fd_sc_hd__a31oi_1	15	93.8
sky130_fd_sc_hd__a32oi_1	14	123
sky130_fd_sc_hd__and3_1	33	206
sky130_fd_sc_hd__buf_2	27	135
sky130_fd_sc_hd__buf_4	16	120
sky130_fd_sc_hd__buf_6	13	146
sky130_fd_sc_hd__clkbuf_1	76	285
sky130_fd_sc_hd__dfrtp_1	172	4300
sky130_fd_sc_hd__dfstp_2	124	3260
sky130_fd_sc_hd__dfxtp_1	33	661
sky130_fd_sc_hd__ha_1	27	338
sky130_fd_sc_hd__inv_1	28	105
sky130_fd_sc_hd__mux2_2	74	833
sky130_fd_sc_hd__mux2i_1	39	390
sky130_fd_sc_hd__nand2_1	309	1160
sky130_fd_sc_hd__nand3_1	71	355
sky130_fd_sc_hd__nand4_1	29	181
sky130_fd_sc_hd__nor2_1	97	364
sky130_fd_sc_hd__nor2b_1	15	93.8
sky130_fd_sc_hd__nor3_1	22	110
sky130_fd_sc_hd__o21ai_0	235	1180
sky130_fd_sc_hd__xnor2_1	22	193
sky130_fd_sc_hd__xor2_1	21	184
## kinds of logic after synthesis
kind of cell    count (synthesis)  synth area share
simple gates                  658             0.184
buf+inv                       167            0.0495
compound gates                432             0.158
flops                         329             0.485
mux                           116            0.0748
other cells                     1          0.000221
fa+ha+maj                      27            0.0199
xor+xnor                       43            0.0222
latches                         8           0.00708
## worst max-delay path by stage
stage | depth (start not counted) | slack, ns | end | from
after CTS | 3 | 5.80 | T1.cnt[21]$_SDFF_PP0_ | reset
after global routing | 3 | 5.69 | T1.cnt[6]$_SDFF_PP0_ | reset
final | 3 | 5.81 | T1.cnt[21]$_SDFF_PP0_ | reset
## power by group through the flow
stage / Combinational, mW / Clock, mW / Sequential, mW
6_report: 0.0346 / 0.168 / 0.157
5_1_grt: 0.0408 / 0.178 / 0.157
4_1_cts: 0.0365 / 0.172 / 0.157
Power is estimated from default activity; no workload was simulated.
