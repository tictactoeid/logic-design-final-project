File: design/flow/config.mk
export PLATFORM = sky130hd
export DESIGN_NAME = main_2
export DESIGN_NICKNAME = main_2
export VERILOG_FILES = /design/flow/design.v
export SDC_FILE = /design/flow/constraint.sdc
export NUM_CORES = 4
export LEC_CHECK = 1
export CORE_AREA = 10 10 70 70
export DIE_AREA = 0 0 80 80
File: design/flow/constraint.sdc
current_design main_2

set clk_period 1.7
set clk_io_pct 0.2

create_clock -name clk0 -period $clk_period [get_ports {clock}]

set non_clock_inputs [all_inputs -no_clocks]
set_input_delay [expr $clk_period * $clk_io_pct] -clock clk0 $non_clock_inputs
set_output_delay [expr $clk_period * $clk_io_pct] -clock clk0 [all_outputs]
File: design/flow/design.v
`timescale 1ns / 1ps
module ALU(
    input [7:0] A,
    input [7:0] B,
    output [7:0] F,
    input ALUop
    );
	 reg [7:0] out = 7'b0000000;
	 assign F = out;
	 always@ (*)
		begin
			if(ALUop == 1'b1)
				begin
					out = A+B;
				end
		end
endmodule
`timescale 1ns / 1ps
module Control(
    input [7:6] Instruction,
    output reg RegDst,
    output reg RegWrite,
    output reg ALUsrc,
    output reg Branch,
    output reg MemRead,
    output reg MemWrite,
    output reg MemtoReg,
    output reg ALUOp  
    );
	 reg [7:0] out;
	 always @(Instruction)
	 begin
		case(Instruction)
			2'b00 : out = 8'b11000001; 
			2'b01 : out = 8'b01101011; 
			2'b10 : out = 8'b00100101; 
			2'b11 : out = 8'b00010000; 
			default : out = 8'b00000000;
		endcase
		RegDst = out[7];
		RegWrite = out[6];
		ALUsrc = out[5];
		Branch = out[4];
		MemRead = out[3];
		MemWrite = out[2];
		MemtoReg = out[1];
		ALUOp = out[0];
	end		
endmodule
`timescale 1ns / 1ps
module DataMemory(
	 input clk,
    input [7:0] Address,
    input [7:0] WriteData,
    input MemRead,
    input MemWrite,
	 input reset,
    output [7:0] ReadData,
	 output [7:0] DataMemory0,  
	 output [7:0] DataMemory1,
	 output [7:0] DataMemory2,
	 output [7:0] DataMemory3
    );
	 reg[7:0] Data[31:0];
	 integer i;
	 initial begin
		for(i = 0; i < 16; i = i + 1) begin
			Data[i] = i;
		end
		for(i = 0; i < 16; i = i + 1) begin
			Data[i+16] = -1 * i;
		end
	 end
	 assign ReadData = (MemRead == 1'b1) ? Data[Address] : 8'd0;
	 assign DataMemory0 = Data[0];  
	 assign DataMemory1 = Data[1]; 
	 assign DataMemory2 = Data[2]; 
	 assign DataMemory3 = Data[3]; 
	 always@ (posedge clk or posedge reset)  
		begin
			if(reset) begin
				for(i = 0; i < 16; i = i + 1) begin
					Data[i] = i;  
				end
				for(i = 0; i < 16; i = i + 1) begin
					Data[i+16] = -1 * i;
				end
			end
			else if (MemWrite) begin
				Data[Address] = WriteData;
			end
		end
endmodule
`timescale 1ns / 1ps
module IMEM(
    output [7:0] instruction,
    input [7:0] Read_Address
    );
	 wire [7:0] MemByte[31:0];
	 assign MemByte[0] = {2'b01, 2'b00, 2'b10, 2'b01};
	 assign MemByte[1] = {2'b11, 2'b00, 2'b00, 2'b01};
	 assign MemByte[2] = {2'b00, 2'b01, 2'b10, 2'b00};
	 assign MemByte[3] = {2'b10, 2'b10, 2'b10, 2'b01};
	 assign MemByte[4] = {2'b01, 2'b11, 2'b11, 2'b01};
	 assign MemByte[5] = {2'b00, 2'b01, 2'b11, 2'b00};
	 assign instruction = MemByte[Read_Address];
endmodule
`timescale 1ns / 1ps
module MUX_2bit(
    input [1:0] In1,
    input [1:0] In2,
    input signal,
    output [1:0] out1
    );
	 assign out1 = (signal == 1'b0) ? In1 :
						In2;		
endmodule
`timescale 1ns / 1ps
module MUX_8bit(
    input [7:0] In1,
    input [7:0] In2,
    input signal,
    output [7:0] out1
    );
	 reg[7:0] out_reg;
	 assign out1 = out_reg;
	 always@(In1 or In2 or signal)
		begin
			if(signal == 0) begin
				out_reg = In1;
			end else begin
				out_reg = In2;
			end
		end
endmodule
`timescale 1ns / 1ps
module Registers(
    input clk,
    input [1:0] Read_Register1,
    input [1:0] Read_Register2,
    input [1:0] Write_Register,
	 input RegWrite,
	 input reset,
    output [7:0] Read_Data1,
    output [7:0] Read_Data2,
    input [7:0] Write_Data_in,
	 output [7:0] Write_Data_out,  
	 output [7:0] reg1,  
	 output [7:0] reg2,
	 output [7:0] reg3,
	 output [7:0] reg4
    );
	 reg [7:0] r1 = 8'b00000000,
					r2 = 8'b00000000,
					r3 = 8'b00000000,
					r4 = 8'b00000000;  
	 reg [7:0] rd1 = 8'b00000000,  
					rd2 = 8'b00000000,  
					wdo = 8'b00000000;  
	 assign reg1 = r1;
	 assign reg2 = r2;
	 assign reg3 = r3;
	 assign reg4 = r4;
	 always @(posedge clk or posedge reset)
		begin
			if (reset) begin
				r1 = 8'b00000000;
				r2 = 8'b00000000;
				r3 = 8'b00000000;
				r4 = 8'b00000000;
				rd1 = 8'b00000000;
				rd2 = 8'b00000000;
				wdo = 8'b00000000;
			end
			else begin
				if(RegWrite) begin
						case(Write_Register)
							2'b00 : r1 = Write_Data_in;
							2'b01 : r2 = Write_Data_in;
							2'b10 : r3 = Write_Data_in;
							2'b11 : r4 = Write_Data_in;
						endcase
				end
			end
		end
		assign Read_Data1 = (Read_Register1 == 2'b00) ? r1 : 
								  (Read_Register1 == 2'b01) ? r2 :
								  (Read_Register1 == 2'b10) ? r3 :
								  r4;
		assign Read_Data2 = (Read_Register2 == 2'b00) ? r1 : 
								  (Read_Register2 == 2'b01) ? r2 :
								  (Read_Register2 == 2'b10) ? r3 :
								  r4;
		assign Write_Data_out = Write_Data_in;  
endmodule
`timescale 1ns / 1ps
module counter_2(
    input clk,
    input reset,
	 input [7:0] jump_value,
	 input Branch,
	 output [7:0] read_address
    );
	 reg [7:0] address = 8'd0;
	 assign read_address = address;
	 always@(posedge clk or posedge reset)
		begin
			if (reset == 1'b1)
				begin
					address <= 0;
				end
			else if (Branch == 1'b1) begin
					address <= address + jump_value + 1;
			end
			else begin
				address <= address + 1;
			end
		end
endmodule
`timescale 1ns / 1ps
module main_2(
	 input clock,
	 input reset,
	 output reg_out_test,  
	 output [7:0] PC_out_test
    );
	 wire [7:0] Instruction;  
	 wire [7:0] read_address;  
	 wire [7:0] PC_out;
	 assign read_address = PC_out;
	 assign PC_out_test = PC_out;  
	 wire clkout;  
	 wire [7:0] PC_in;  
	 wire RegDst;  
	 wire RegWrite;
	 wire ALUsrc;
	 wire Branch;
	 wire MemRead;
	 wire MemWrite;
	 wire MemtoReg;
	 wire ALUOp;  
	 wire [1:0] write_register;  
	 wire [7:0] read_reg_data1;  
	 wire [7:0] read_reg_data2;  
	 wire [7:0] read_reg_data2_toALU;  
	 wire [7:0] write_reg_data;  
	 wire [7:0] reg_out;  
	 wire [7:0] ALU_out;
	 wire [7:0] data_memory_out;  
	 wire [7:0] Add1_out;  
	 wire [7:0] Add2_out;  
	 wire [7:0] sign_extended;
	 assign sign_extended = $signed(Instruction[1:0]);
	 assign reg_out_test = reg_out;  
	 assign clkout = clock;  
	 counter_2 Counter(.clk(clkout), .reset(reset), .jump_value(sign_extended), .Branch(Branch), .read_address(PC_out));
	 IMEM IMEM(.instruction(Instruction), .Read_Address(read_address));
	 Control Control(.Instruction(Instruction[7:6]), .RegDst(RegDst), .RegWrite(RegWrite), .ALUsrc(ALUsrc), .Branch(Branch), .MemRead(MemRead), .MemWrite(MemWrite), .MemtoReg(MemtoReg), .ALUOp(ALUOp));
	 Registers Registers(.Read_Register1(Instruction[5:4]), .Read_Register2(Instruction[3:2]), .Write_Register(write_register), .RegWrite(RegWrite), .reset(reset), .Read_Data1(read_reg_data1), .Read_Data2(read_reg_data2), .Write_Data_in(write_reg_data), .Write_Data_out(reg_out));
	 MUX_2bit Mux1(.In1(Instruction[3:2]), .In2(Instruction[1:0]), .signal(RegDst), .out1(write_register));
	 MUX_8bit Mux2(.In1(read_reg_data2), .In2(sign_extended), .signal(ALUsrc), .out1(read_reg_data2_toALU));
	 ALU ALU(.A(read_reg_data1), .B(sign_extended), .F(ALU_out), .ALUop(ALUOp));
	 DataMemory DataMemory(.Address(ALU_out), .WriteData(read_reg_data2), .MemRead(MemRead), .MemWrite(MemWrite), .reset(reset), .ReadData(data_memory_out));
	 MUX_8bit Mux3(.In1(ALU_out), .In2(data_memory_out), .signal(MemtoReg), .out1(write_reg_data));
	 ALU Add1(.A(PC_out), .B(8'd1), .F(Add1_out), .ALUop(1'b1));
	 ALU Add2(.A(Add1_out), .B(sign_extended), .F(Add2_out), .ALUop(1'b1));
	 MUX_8bit Mux4(.In1(Add1_out), .In2(Add2_out), .signal(Branch), .out1(PC_in));
endmodule
File: design/flow/run.sh
#!/bin/bash
# OpenROAD 26Q1-2900-gdf79404cd8, Yosys 0.63+post, stock flow scripts
make -C /OpenROAD-flow-scripts/flow DESIGN_CONFIG=/design/flow/config.mk WORK_HOME=/design/flow/orfs finish
==> results_slide.txt <==
Key Metrics from the Run

Route
  – Antenna Cells: 0
  – Wire per inst: 9.82 µm
  – Antenna Nets Post-Route: 0
  – Vias: 430
  – DR iter-0 viols: 5
  – DRT Wirelength: between 1000 and 1500 µm
  – Drt first pass iters: 4
  – # DRC: 0
  – Detailed-route vias per instance: ~3.6

Clock network
  – Clock Pin Slew Worst Setup and Hold Paths: 0.05 ns
  – Max H-tree Level: 1
  – Total CTS buffers: 3
  – Root buf cell: clkbuf_4
  – Worst-skew pair later-pin latency: 0.25 ns
  – CTS max path bufs: 2
  – Hold_buf cts: 0
  – CTS tree: built

Logic synthesis
  – Yosys Warn Count: 218
  – Post-synth top area cell: dfrtp_1
  – # Cells Yosys: 48
  – Yosys adder share: 0.175
  – Mux area share: 0.0424
  – Logic family by area: adder cells
  – Ao+oa area frac: 0.0524
  – Syn Area/Cell: 10.5 µm²
  – Mapped Area: around 500 µm²
  – Biggest area cells: dfrtp_1 40%, ha_1 17%, xnor2_1 5.2%, inv_1 3.7%, xor2_1 3.5%
  – Chip Area, Yosys: around 500 µm²
  – Cells after Synth: 48
  – Area fraction in xor and xnor cells: 0.0873
  – Count of cell types in the netlist: 21
  – Yosys reg bits: 9
  – Basic Gates by Area: 0.167
  – Area share, top type: 0.399

STA
  – RSZ-0062 raised after global routing: yes
  – Slew Limit Fails: 0
  – Slew Limit Headroom: 0.794
  – Fmax: 0.532 GHz
  – Final period utilization: 1.11
  – Final Hold Fails: 0
  – Worst Tran Pin Value: 0.309 ns
  – Final clock skew: 0.00356 ns
  – Worst Slack Setup Final: -0.179 ns
  – Register pins left without a clock: 1
  – Endpoints left unconstrained: 2
  – Hold slack: 0.342 ns
  – Crit path time final: 1.88 ns
  – # setup viols final: 3

Outcome
  – Violated checks: negative setup slack
  – Outcome: complete, but fails checks

Finish
  – Share of cells above drive strength 1: 0.453
  – Fill count: 381
  – Finished Cell Area: 878 µm²
  – Most frequent cells in the layout: 13 x buf_4, 9 x clkdlybuf4s50_1, 6 x dfrtp_1, 4 x nand2_1, 4 x ha_4
  – Commonest Layout Cell: buf_4
  – MI comb area: roughly 340 µm²
  – Seq. cell area: 218 µm²
  – Synth-to-Final Area Change: 75.1%
  – Max FFs per register: 8

Pwr
  – Pwr/cell area: between 300 and 400 nW/µm²
  – Max rail drop VDD: between 150 and 200 µV
  – Pleak: approximately 0.37 nW

Floorplanning
  – Die Area: roughly 6400 µm²
  – Row cnt: 21
  – Die Height: 80 µm
  – Core Region: ~3400 µm²
  – I/O Pins: 11
  – FP Util: 0.147
  – Die width: 80 µm

Worst setup path
  – CP required: around 1.8 ns
  – Crit path DAT: 2.01 ns
  – Worst Setup Start Kind: flip-flop
  – Element type at the critical path end: flip-flop
  – Worst-path fanout max: 4
  – Crit path kind: flip-flop to flip-flop

Global route
  – Global-route wire length before repair: approximately 2200 µm
  – Number of global-route vias before repair: 470
  – Largest net degree at the start of global routing: 9
  – Tot GR Track Use: 0.0415
  – Gr ovfl total: 0
  – Initial antenna violation count: 0

Run
  – Tool warnings: 33
  – Max cap viols: 0

Placement
  – Area after DPL: 757 µm²
  – Global placement routability congestion: 0.806
  – Port bufs: 10
  – Place WS: -0.222 ns
  – HPWL Detailed: 919 µm

Worst hold path
  – Hold Path Class: input port to asynchronous set/reset pin
[logic make-up (layout without fill, tap and decap cells)]
family	Yosys count	in the layout
AOI/OAI and AO/OA	4	4
DFF	8	8
xor gates and xnor gates	5	5
and+or+nand+nor	15	15
muxes	2	2
buffers and inverters	6	33
latches	1	1
adders and majority gates	7	7
[worst paths after layout]
kind | startpoint | slack, ns | cells past startpoint | endpoint
worst max-delay path | Counter.address[0]$_DFF_PP0_ | -0.18 | 7 | Counter.address[1]$_DFF_PP0_
worst min-delay path | reset | 0.34 | 2 | Counter.address[5]$_DFF_PP0_
worst max register to register | Counter.address[0]$_DFF_PP0_ | -0.18 | 7 | Counter.address[1]$_DFF_PP0_
worst min register to register | Counter.address[7]$_DFF_PP0_ | 0.47 | 1 | Counter.address[7]$_DFF_PP0_
max in group asynchronous | reset | 1.10 | 2 | Counter.address[0]$_DFF_PP0_
min in group clk0 | Counter.address[7]$_DFF_PP0_ | 0.47 | 1 | Counter.address[7]$_DFF_PP0_
[what timing repair did]
action	CTS	global route
pin swaps	6	5
endpoints found under the setup margin	3	5
resized	10	5
setup buffers	2	3
[report_power, final]
part / internal [mW] / switching [mW]
clock: 0.0804 / 0.0585
sequential: 0.191 / 0
combinational: 0.00215 / 0.00386
[cells in the mapped netlist (all sizes together)]
master / count
a22oi: 1
a31oi: 1
and3: 1
buf: 1
dfrtp: 8
dlxtp: 1
ha: 7
inv: 5
mux2: 1
mux2i: 1
nand2: 4
nand3: 3
nor2: 4
nor3: 1
nor4b: 1
o21a: 1
o21ai: 1
or3b: 1
xnor2: 3
xor2: 2
[metal layers]
metal,GRT usage,vias up,wire length (µm)
li1,-,215,-
met1,0.0522,202,535
met2,0.0610,11,529
met3,0.0273,2,116
met4,0.00176,0,6
met5,0,-,0
[final cells by class]
| class | instances | area share |
|---|---|---|
| flip-flops and latches | 9 | 0.248 |
| multi-input cells | 33 | 0.386 |
| clock buffers | 3 | 0.0256 |
| well taps | 46 | 0.0655 |
| inverters | 5 | 0.0214 |
| repair buffers | 25 | 0.254 |
[metrics by stage]
step / util / total power, mW / instances / setup TNS [ns]
after floorplan: - / 0.197 / 48 / -0.153
after global placement: 0.222 / 0.200 / 114 / -0.246
after detailed placement: 0.222 / 0.200 / 114 / -0.321
after CTS: 0.250 / 0.343 / 119 / -0.284
after global routing: 0.257 / 0.363 / 121 / -0.633
final: 0.257 / 0.336 / 121 / -0.345
[worst max-delay path, cell delays in order (launching register included)]
cell	delay, ns
dfrtp_2	0.45
ha_4	0.19
nor4b_4	0.28
o21a_1	0.19
ha_2	0.18
inv_2	0.04
ha_4	0.20
mux2_4	0.25
Power is estimated from default activity; no workload was simulated.
